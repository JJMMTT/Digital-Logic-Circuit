**flow/config.mk**
```make
export PLATFORM = sky130hd
export DESIGN_NAME = twos_adder
export DESIGN_NICKNAME = twos_adder
export VERILOG_FILES = /design/flow/design.v
export SDC_FILE = /design/flow/constraint.sdc
export NUM_CORES = 4
export LEC_CHECK = 1
export CORE_AREA = 10 10 70 70
export DIE_AREA = 0 0 80 80
```
**flow/constraint.sdc**
```tcl
current_design twos_adder

set clk_period 4.8
set clk_io_pct 0.2

create_clock -name clk0 -period $clk_period

set non_clock_inputs [all_inputs -no_clocks]
set_input_delay [expr $clk_period * $clk_io_pct] -clock clk0 $non_clock_inputs
set_output_delay [expr $clk_period * $clk_io_pct] -clock clk0 [all_outputs]
```
**flow/run.sh**
```bash
#!/bin/bash
# OpenROAD 26Q1-2900-gdf79404cd8, Yosys 0.63+post, stock flow scripts
make -C /OpenROAD-flow-scripts/flow DESIGN_CONFIG=/design/flow/config.mk WORK_HOME=/design/flow/orfs finish
```
**flow/design.v**
```verilog
module twos_adder(A, B, c_in, sum, c_out);
	parameter N=4;
  input    [N-1:0] A, B;
	input    c_in;
	output   [N-1:0] sum;
	output   c_out;
	wire     [N-1:0] t;
  assign t = B ^ {N{c_in}};             
  assign {c_out, sum} = A + t + c_in;   
endmodule
```
==> results.yml <==
# flow metrics
outcome:
  status: "completed"
setup_path:
  cp_data_arrival_time_ns: 3.16
  criticalPathCategory: "in -> out"
  critical_path_required_ns: 3.84
  start_kind: "input port"
  path_max_fanout: 5
  endpoint_kind: "primary output"
pwr:
  power_leakage_nw: 0.134
  ir_drop_mv: 0.0468
  powerDensity_nw_per_um2: 136
  switchingPower_uw: 18.4
  p_seq_share_pct: 0
  cellInternalPower_uw: 32.8
  fin_total_pwr_uw: 51.3
  p_clk_share_pct: 0
  sw_frac_of_total_pct: 35.9
  p_comb_share_pct: 100.0
grt:
  grt_pass1_wl_um: 1000
  grt_pass1_vias: 237
  gr-total-overflow: 0
  antenna_found_initial: 0
  grt_max_degree: 6
  grt_use_total_pct: 1.87
timing:
  rsz0062_at_grt: "false"
  layout_worst_path_cycle_share_pct: 85.9
  fmax_mhz: 243
  hold_viol: 0
  setup_tns_ns: 0
  period_minus_slack_ns: 4.12
  relSlewSlack_pct: 81.1
  final-setup-viol-count: 0
  tightest_slew_ns: 0.280
  slew_violations: 0
run:
  warning_count: 32
  drv_cap: 0
route:
  wl_per_cell_um: 7.74
  routed_wl_um: 619
  ant_nets: 0
  route.detailed.drc: 0
  route.vias.total: 201
  drt-initial-drc-count: 3
  antenna_cells: 0
  vias_per_cell: 2.51
  first_pass_iters: 2
logic_synthesis:
  yosys-top-cells-area: "xor2_1, ha_1, fa_1"
  synth.distinct_cells: 12
  yosys-stat-cells: 20
  synthTopCellsByCount: "xor2_1, ha_1, a21oi_1, nand4_1"
  synth.avg_cell_area_um2: 9.01
  yosysMostFrequentCell: "xor2_1"
  syn_inst: 20
  yosys_warnings: 0
  ys_area_um2: 180
  yosysTopAreaCellShare_pct: 24.3
  syn_area_um2: 180
  synth_seq_share_pct: 0
  top_area_cell: "xor2_1"
finish:
  design_area_um2: 378
  finalNonFillerCells: 80
  nClkBuffers: 0
  drive_gt1_share_pct: 2.94
  area_growth_pct: 110
  flop-count: 0
  regArea_um2: 0
clocking:
  post_cts_buffers: 0
  ctsResizeCount: 0
  hold_buffers: 0
floorplan:
  fp_util_pct: 5.27
  die_w_um: 80
  boundaryPins: 14
  dieArea_um2: 6400
  rows: 21
  core-area_um2: 3420
  die_h_um: 80
place:
  gp_congestion: 0.741
  io_buffers: 14
  dp_cells: 80
  hpwl_um: 578
  placed_area_um2: 378
worst_hold_path:
  min_to: "sum[0]"
  min_path_type: "in -> out"
  min_delay_path_depth: 3
  min-delay-start: "A[0]"
-- placed cells by master (no fill, tap or decap) --
| cell type | instances |
|---|---|
| ha_1 | 3 |
| inv_1 | 1 |
| o21bai_1 | 1 |
| fa_1 | 1 |
| a31oi_1 | 1 |
| xor2_1 | 5 |
| nand4_1 | 2 |
| nor4b_1 | 1 |
| or4_1 | 1 |
| clkdlybuf4s50_1 | 14 |
| mux2_4 | 1 |
| nor3b_1 | 1 |
| a21oi_1 | 2 |
-- worst max-delay path by stage --
stage         startpoint  endpoint  slack [ns]  depth (start not counted)
finish              c_in    sum[3]        0.68                          7
CTS                 c_in    sum[3]        0.67                          7
global route        c_in    sum[3]        0.53                          7
-- cells by family (layout without fill, tap and decap cells) --
| kind of cell | count (synthesis) | in the layout | share of synthesized area [%] |
|---|---|---|---|
| simple gates | 5 | 5 | 20.1 |
| xor+xnor | 5 | 5 | 24.3 |
| compound gates | 4 | 4 | 13.2 |
| buf+inv | 1 | 15 | 2.08 |
| mux | 1 | 1 | 8.33 |
| fa+ha+maj | 4 | 4 | 31.9 |
-- metrics by stage --
step	hold slack, ns	worst slack (ns)	utilization, %
6_report	2.89	0.679	11.1
5_1_grt	2.94	0.531	11.1
4_1_cts	2.91	0.673	11.1
3_5_place_dp	2.90	0.683	11.1
3_3_place_gp	2.90	0.702	11.1
2_1_floorplan	1.95	1.81	-
-- per-layer routing --
metal / vias up / GRT usage [%] / share of wire (%)
li1: 105 / - / -
met1: 83 / 2.91 / 59
met2: 13 / 2.41 / 29
met3: 0 / 0.795 / 11
met4: 0 / 0 / 0
met5: - / 0 / 0
-- power by group through the flow --
| stage | Combinational, mW | Clock (mW) | Sequential [mW] |
|---|---|---|---|
| CTS | 0.0524 | 0 | 0 |
| global route | 0.0575 | 0 | 0 |
| finish | 0.0513 | 0 | 0 |
-- critical path, stage by stage --
cell,delay [ns]
clkdlybuf4s50_1,0.49
xor2_1,0.18
ha_1,0.32
inv_1,0.09
or4_1,0.52
nand4_1,0.11
clkdlybuf4s50_1,0.49
-- cell type report --
class	count	area, um^2
Fill cell	413	3040
Inverter	1	3.75
Multi-Input combinational cell	19	176
Tap cell	46	57.6
Timing Repair Buffer	14	140
Power figures rest on the tool's default switching activity, not on a simulated workload.
